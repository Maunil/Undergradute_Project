==> design.v <==
`timescale 1ns / 1ps
module Register_File(Ins, RW_dm, ans_ex, mux_ans_dm, ans_wb, Imm, mux_sel_a, mux_sel_b, Imm_sel, clk2, clk5, A, B);
input [19:0]Ins;  
input [4:0]RW_dm;  
input [7:0]ans_ex;  
input [7:0]mux_ans_dm;  
input [7:0]ans_wb;  
input [7:0]Imm;  
input [1:0]mux_sel_a;  
input [1:0]mux_sel_b;  
input Imm_sel;  
input clk2;  
input clk5;  
output [7:0]A;  
output [7:0]B;  
reg [7:0]Reg_A;  
reg [7:0]Reg_B;  
wire [7:0]Temp_B;  
reg [7:0] Register_Bank[31:0];  
initial
begin 
Register_Bank[0]=0;
Register_Bank[1]=1;
Register_Bank[2]=2;
Register_Bank[3]=3;
Register_Bank[4]=4;
Register_Bank[5]=5;
Register_Bank[6]=6;
Register_Bank[7]=7;
Register_Bank[8]=8;
Register_Bank[9]=9;
Register_Bank[10]=10;
Register_Bank[11]=11;
Register_Bank[12]=12;
Register_Bank[13]=13;
Register_Bank[14]=14;
Register_Bank[15]=15;
Register_Bank[16]=16;
Register_Bank[17]=17;
Register_Bank[18]=18;
Register_Bank[19]=19;
Register_Bank[20]=20;
Register_Bank[21]=21;
Register_Bank[22]=22;
Register_Bank[23]=23;
Register_Bank[24]=24;
Register_Bank[25]=25;
Register_Bank[26]=26;
Register_Bank[27]=27;
Register_Bank[28]=28;
Register_Bank[29]=29;
Register_Bank[30]=30;
Register_Bank[31]=31;
end
assign A = (mux_sel_a==2'b00) ? (Reg_A) : ((mux_sel_a==2'b01) ? (ans_ex) : ((mux_sel_a==2'b10) ? (mux_ans_dm) : (ans_wb)));
assign Temp_B = (mux_sel_b==2'b00) ? (Reg_B) : ((mux_sel_b==2'b01) ? (ans_ex) : ((mux_sel_b==2'b10) ? (mux_ans_dm) : (ans_wb)));
assign B = (Imm_sel==1'b1) ? Imm : Temp_B;
always@(posedge clk2)
begin	
	Reg_A <= Register_Bank[Ins[9:5]];
	Reg_B <= Register_Bank[Ins[4:0]];		
end
always@(posedge clk5)
begin
	Register_Bank[RW_dm] <= mux_ans_dm;
end
endmodule
==> run.sh <==
#!/bin/bash
# OpenROAD 26Q1-2900-gdf79404cd8, Yosys 0.63+post, stock flow scripts
make -C /OpenROAD-flow-scripts/flow DESIGN_CONFIG=/design/flow/config.mk WORK_HOME=/design/flow/orfs finish
==> config.mk <==
export PLATFORM = sky130hd
export DESIGN_NAME = Register_File
export DESIGN_NICKNAME = Register_File
export VERILOG_FILES = /design/flow/design.v
export SDC_FILE = /design/flow/constraint.sdc
export NUM_CORES = 4
export LEC_CHECK = 1
export CORE_UTILIZATION = 30
==> constraint.sdc <==
current_design Register_File

set clk_period 3.3
set clk_io_pct 0.2

create_clock -name clk0 -period $clk_period [get_ports {clk2}]
create_clock -name clk1 -period $clk_period [get_ports {clk5}]

set non_clock_inputs [all_inputs -no_clocks]
set_input_delay [expr $clk_period * $clk_io_pct] -clock clk0 $non_clock_inputs
set_output_delay [expr $clk_period * $clk_io_pct] -clock clk0 [all_outputs]
==> notes.md <==
Flow results are below.

- The maximum net fanout on the critical path is 8, for reference.
- The remaining number of nets flagged by the antenna check after routing is 0, for reference.
- Once the clock tree was built, the resizer swapped 0 gates to a different size.
- The via count is between 6000 and 7000, for reference.
- The register bit count reported by yosys is 272, for reference.
- The final weighted congestion of routability-driven global placement is 0.861, for reference.
- The violation tally recorded at the end of detailed-routing iteration 0 is 435.
- The number of post-CTS setup repair buffers is 0, for reference.
- The number of setup violations in the final report is 0, for reference.
- The iteration tally of the first detailed-router pass is 4, for reference.
- After detailed routing, the number of remaining DRC violations is 0.
- The fraction of the yosys area taken by sequential cells is 63.2%, for reference.
- The final timing report lists a hold violation count of 0.
- The number of fill cells in the layout is 3681, for reference.
- Dividing the detail-routed wire length by the instance count gives around 28 um.
- Entering global routing, the biggest net connects 65 pins.
- The tool flagged a number of max-cap violations equal to 0.
- The post-synthesis area per instance is 22.5 sq um, for reference.
- Input and output buffers added on the ports amount to between 60 and 70.
- Ranked by total cell area, the synthesized netlist is headed by edfxtp_1, mux4_2, dfxtp_1, mux2_2, nor2_1.
- The post-synthesis cell count from yosys is about 560, for reference.
- The total count of max-transition violations in the final report is 0, for reference.
- The tree built by TritonCTS fans out to 272 sinks.
- The power per cell area is just over 500 nW/um^2, for reference.
- The post-synthesis cell type count is 17, for reference.
- The pin slew with the least headroom to its limit is 0.674 ns, for reference.
- The total power after layout is 7760 uW, for reference.
- The number of antenna violations at the first check in global routing is 0, for reference.
- At the floorplan stage, the core utilization is reported as 30.7%.
- Wires add up to 34200 um.
- The flow ran to the end, and the final reports show no timing, DRC or antenna violations.
- The worst setup path is launched from a primary input.
- The layer carrying the most global-route usage is met2, for reference.
- Global routing used 17.5% of the available tracks across all layers.
- The tightest slew margin relative to the limit is 54.9%, for reference.
- TritonCTS built the clock tree.
- Data on the critical path is required at its endpoint by 2.64 ns.
- The sort of element at the end of the critical path is a primary output, for reference.
- The total grt overflow is 0, for reference.
- The reported leakage power is about 0.0047 uW, for reference.
- Post-synthesis, Yosys gives the total cell area as about 13000 sq um.
- The vertical die dimension reported for this design is 208 um.
- The finished layout reports a core utilization of 36.7%.
- For this run, global-route usage on met1 was measured as 17.6%.
- Summed over all failing endpoints, the final setup total negative slack is 0 ns.
- The number of rows in the core area is ~74, for reference.
- The cell area that synthesis handed to floorplanning was approximately 13000 sq um.
- The instance count of the mapped netlist is 563, for reference.
- The average vias per placed instance is around 5.5, for reference.
- The area growth from synthesis to layout is 19.6%, for reference.
- According to the floorplan report, the placeable core area is 41300 sq um.
- The number of global-route vias before repair is 7896, for reference.
- After clock tree synthesis, the flow added hold-fix buffers numbering 0.
- The class of the tightest hold or removal check is primary input to register, for reference.
- Yosys reports that the leading cell type by area covers 60.6% of the netlist area.
- 0 antenna diodes ended up in the layout.
- The chip width is 208 um, for reference.
- The chip footprint is about 43000 sq um, for reference.
- Final hold analysis gives a worst-case slack of ~0.94 ns.
- The number of warnings reported in the yosys synthesis log is 1, for reference.
- The cell type contributing the most total cell area after synthesis is edfxtp_1, for reference.
- Pin placement for this block handled 80 I/O pins.
- The type of the worst setup path is primary input to primary output, for reference.
- The routing usage on met3 is 15.2%, for reference.
- The sum of net half-perimeters after detailed placement is 21400 um, for reference.
- The first global-routing pass estimated 50400 um of wire.
- The count of warning messages emitted by the tools is 36, for reference.
- The clock transition at the registers of the reported paths is 0.06 ns, for reference.
- Routing resource usage on met2 recorded by global route was 26.3%.
- The arrival time at the worst endpoint is between 2 and 3 ns, for reference.
- The post-route netlist has 43.0% of its cells at a drive strength greater than 1.
- Setup repair after global routing left no endpoint under its margin.
- The peak supply drop is roughly 370 uV, for reference.
cell families after synthesis:
| group | after synthesis | share of synthesized area [%] |
|---|---|---|
| flops | 272 | 63.2 |
| buf+inv | 46 | 1.86 |
| simple gates | 45 | 1.59 |
| mux | 200 | 33.4 |
power breakdown:
part	leakage [uW]	internal [uW]	total, uW	switching, uW
logic	0.00186	443	808	365
clock network	0.000433	1820	3040	1220
registers	0.00245	3870	3910	39.1
worst max-delay path, cell delays in order:
cell and delay, ns:
clkdlybuf4s50_1 0.51, buf_12 0.15, mux4_2 0.50, mux2_2 0.27, clkdlybuf4s50_1 0.41
stage by stage:
| stage | instances | cell area, sq um | setup slack [ns] |
|---|---|---|---|
| finish | 1220 | 15200 | 0.143 |
| CTS | 1220 | 15200 | 0.129 |
| global placement | 1171 | 14300 | 0.127 |
| detailed placement | 1171 | 14300 | 0.130 |
| floorplan | 563 | 12700 | 0.772 |
| global route | 1220 | 15200 | 0.0475 |
synthesized netlist by cell type:
master / n
edfxtp_1: 256
mux4_2: 176
nor2_1: 33
mux2_2: 24
buf_1: 18
dfxtp_1: 16
buf_4: 12
clkbuf_1: 12
nand3b_1: 3
buf_2: 2
buf_6: 2
nand2_1: 2
nand2b_1: 2
or3b_2: 2
nand3_1: 1
or2_2: 1
or3_1: 1
cells in the final DEF, fill, tap and decap left out, drive strengths merged:
| master | synthesis | final |
|---|---|---|
| edfxtp | 256 | 256 |
| mux4 | 176 | 176 |
| clkdlybuf4s50 | 0 | 64 |
| buf | 34 | 58 |
| clkbuf | 12 | 38 |
| nor2 | 33 | 33 |
| mux2 | 24 | 24 |
| dfxtp | 16 | 16 |
| clkinv | 0 | 8 |
| nand3b | 3 | 3 |
| nand2 | 2 | 2 |
| nand2b | 2 | 2 |
| or3b | 2 | 2 |
| bufinv | 0 | 2 |
| nand3 | 1 | 1 |
| or2 | 1 | 1 |
| or3 | 1 | 1 |
| inv | 0 | 1 |
per-layer routing:
| metal | vias to the layer above | wire (um) | part of all wire, % |
|---|---|---|---|
| li1 | 2707 | - | - |
| met1 | 3321 | 10200 | 30 |
| met2 | 542 | 16100 | 47 |
| met3 | 85 | 6560 | 19 |
| met4 | 6 | 1150 | 3.4 |
| met5 | - | 133 | 0.39 |
sequential cells by signal, indices dropped and copies added, names as in the netlist:
| signal | count |
|---|---|
| Reg_A | 8 |
| Reg_B | 8 |
| Register_Bank | 256 |
final timing paths:
kind / start / to / slack [ns] / cells after the start
min in group clk0: Register_Bank[9][3] / Reg_B[3] / 1.23 / 3
worst max register to register: Register_Bank[21][5] / Reg_A[5] / 1.10 / 3
worst min-delay path: mux_ans_dm[7] / Register_Bank[18][7] / 0.94 / 2
worst min register to register: Register_Bank[9][3] / Reg_B[3] / 1.23 / 3
worst max-delay path: mux_sel_b[0] / B[0] / 0.14 / 5
max in group clk1: RW_dm[3] / Register_Bank[9][3] / 1.35 / 4
final cells by class:
class,count,area (sq um),share of cell area (%)
Sequential cell,272,8010,52.8
Timing Repair Buffer,122,1160,7.64
Clock inverter,11,100,0.660
Clock buffer,38,791,5.22
Multi-Input combinational cell,245,4440,29.3
Tap cell,532,666,4.39
Power is estimated from default activity; no workload was simulated.

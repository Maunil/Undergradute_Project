### design.v
`timescale 1ns / 1ps
module Exicution_Block(A , B , data_in , Clk3 , Op_ex , Mem_en_dec , Mem_rw_dec , Mem_mux_sel_dec, Rw_dec,	 
				ans_ex, Flag, Data_out, B_bypass, Mem_en_ex, Mem_rw_ex, Mem_mux_sel_ex, Rw_ex);	 
input [7:0]A;
input [7:0]B;
input [7:0]data_in;		 
input Mem_en_dec;
input Mem_rw_dec;
input Mem_mux_sel_dec;
input Clk3;
input [4:0]Rw_dec;
input [4:0]Op_ex;
output reg [7:0]ans_ex;
output reg [7:0]Data_out;
output reg [7:0]B_bypass;
output reg Mem_en_ex,Mem_rw_ex,Mem_mux_sel_ex;
output reg [4:0]Rw_ex;
output reg [3:0]Flag;
reg signed [7:0]signedA,signedB;
reg [7:0]X,ALU_out;
reg Cin,V,C,Se_Lastbit;
reg [7:0]Register;
initial Register=0;
initial Data_out=8'h00;
always@(posedge Clk3)
begin
	if(Op_ex==5'b00000 || Op_ex==5'b01000)		 
	begin	
		X = B;
		{Cin,ALU_out[6:0]}=A[6:0]+X[6:0];
		Se_Lastbit=Cin;
		{C,ALU_out[7]}=A[7]+X[7]+Cin;
		V=Se_Lastbit^C;
	end
	else if(Op_ex==5'b00111 || Op_ex==5'b01111)	 
	begin
		ALU_out=~B;
		C=0;
		V=0;
	end
	else if(Op_ex == 5'b00001 || Op_ex == 5'b01001)	 
	begin
		X = ~B;
		{Cin,ALU_out[6:0]}=A[6:0]+X[6:0]+1'b1;
		Se_Lastbit=Cin;
		{C,ALU_out[7]}=Cin+A[7]+X[7];
		V=Se_Lastbit^C;
	end
	else if(Op_ex==5'b00010 || Op_ex==5'b01010)  
	begin
		ALU_out = B;
		C=0;
		V=0;
	end
	else if(Op_ex==5'b00100 || Op_ex==5'b01100)	 
	begin
		ALU_out = A&B;
		C=0;
		V=0;
	end
	else if(Op_ex==5'b00101 || Op_ex==5'b01101)		 
	begin
		ALU_out = A|B;
		C=0;
		V=0;
	end
	else if(Op_ex==5'b00110 || Op_ex==5'b01110)	 
	begin
		ALU_out=A^B;
		C=0;
		V=0;
	end
	else if(Op_ex==5'b11001)	 
	begin
		ALU_out=A<<B[2:0];
		C=0;
		V=0;
	end
	else if(Op_ex==5'b11010)	 
	begin
		ALU_out=A>>B[2:0];
		C=0;
		V=0;
	end
	else if(Op_ex==5'b11011)	 
	begin
		signedA = A;
		signedB = B;
		ALU_out=signedA>>>signedB[2:0];
		C=0;
		V=0;
	end
	else if(Op_ex==5'b10100 || Op_ex==5'b10101 || Op_ex==5'b10110 || Op_ex==5'b10111 || Op_ex==5'b11000)
	begin
		ALU_out=A;
		C=0;
		V=0;
	end
	else
	begin	
		ALU_out=Register;
		C=Flag[0];
		V=Flag[2];
	end	
	if(Op_ex==5'b10110)		 
	begin
		ans_ex=data_in;
	end
	else
	begin
		ans_ex=ALU_out;
	end
 	Flag[0]=C;		
	if(ALU_out==8'b00000000)
	begin
		Flag[1]=1;
	end
	else
	begin
		Flag[1]=0;
	end
	Flag[2]=V;
	Flag[3]=ALU_out[0]^ALU_out[1]^ALU_out[2]^ALU_out[3]^ALU_out[4]^ALU_out[5]^ALU_out[6]^ALU_out[7];
	if(Op_ex==5'b10111)		
	begin
		Data_out=A;
	end	
	else 
	begin 
		Data_out=Data_out;
	end
	Register = ans_ex;
	Mem_en_ex = Mem_en_dec ;
	Mem_rw_ex = Mem_rw_dec ;
	Mem_mux_sel_ex = Mem_mux_sel_dec;
	B_bypass = B ;
	Rw_ex = Rw_dec ;
end		
endmodule		 
### run.sh
#!/bin/bash
# OpenROAD 26Q1-2900-gdf79404cd8, Yosys 0.63+post, stock flow scripts
make -C /OpenROAD-flow-scripts/flow DESIGN_CONFIG=/design/flow/config.mk WORK_HOME=/design/flow/orfs finish
### config.mk
export PLATFORM = sky130hd
export DESIGN_NAME = Exicution_Block
export DESIGN_NICKNAME = Exicution_Block
export VERILOG_FILES = /design/flow/design.v
export SDC_FILE = /design/flow/constraint.sdc
export NUM_CORES = 4
export LEC_CHECK = 1
export CORE_UTILIZATION = 30
### constraint.sdc
current_design Exicution_Block

set clk_period 4.1
set clk_io_pct 0.2

create_clock -name clk0 -period $clk_period [get_ports {Clk3}]

set non_clock_inputs [all_inputs -no_clocks]
set_input_delay [expr $clk_period * $clk_io_pct] -clock clk0 $non_clock_inputs
set_output_delay [expr $clk_period * $clk_io_pct] -clock clk0 [all_outputs]
==> notes.md <==
The implementation run finished. Post-synthesis cell area landed at 0.00353 mm^2. The worst setup path is launched from an input pin. Maximum number of pins on one net before global-route repair landed at 38. The library cell used most frequently in the layout, excluding fill and tap cells, is buf_4. Worst hold slack landed at 0.909 ns. Global-route usage over all layers landed at 21.9%. From synthesis to final layout, the design area changed by 45.6%. The synthesized design contains 10 enable-type register cells. The most critical min-delay path falls under input pin to flip-flop. Combined area of the multi-input logic cells landed at 0.00240 mm^2. Dividing the final minimum period by the clock period gives 96.3%. Register area share after synthesis landed at 27.8%. OpenROAD warning count landed at 41. Via density per instance landed at 5.44.

The initial antenna violation count was 0. The gate-level netlist out of Yosys references 66 unique cell types. The placement report lists the number of port buffers as 73. At the later pin of the worst-skew pair, clock insertion delay measures 0.29 ns. Number of remaining DRC errors landed at 0. In this run the power spent charging and discharging nets is 0.492 mW.

Areal power density over the cells landed at 313 mW/mm^2. Power share of the clock group landed at 29.6%. Setup repair after global routing left no endpoint under its margin. Synthesis-stage register bit count landed at 44. Peak supply drop landed at 0.000262 V. Leakage dissipation landed at 2.17 nW.

After layout, the setup clock skew is reported as 0.00368 ns. The internal power of the cells totals 1.12 mW. Fraction of final layout cells sized beyond drive strength 1 landed at 21.7%. Routability congestion estimate from global placement landed at 0.950. Total grt overflow landed at 0. Number of design-rule violations left by the first detailed-router iteration landed at 309.

Leaving out filler cells and counting taps, the final layout contains 682. The worst setup path is captured at a flip-flop. Tally of yosys warning messages landed at 1. Leaving out fill and tap cells, the most frequent cells in the layout are buf_4 (74), clkdlybuf4s50_1 (70), dfxtp_1 (34). Count of clock tree sinks landed at 44. The detailed router reported a total wirelength of 12900 um. The sequential cells in the finished layout cover a total of 981 um^2. Post-layout minimum cycle time landed at 3.95 ns. Final cell utilization of the core landed at 45.0%.

Count of vias placed by the detailed router landed at 3710. Pins over their slew limit in the final report were tallied at 0. In this run the clock root is driven by a clkbuf_16.

Cell depth of the worst min-delay path landed at 2. In the setup report, the worst path falls into the class input pin to flip-flop. Setup-violating endpoint count in the final report landed at 0. Maximum clock frequency landed at 253 MHz.

In this run the deepest clock path goes through 2 buffers. Area reported by Yosys stat landed at 0.00353 mm^2. The floorplan has 39 rows. Number of placed I/O pins landed at 74.

TritonCTS built the clock tree. Average wire per standard cell landed at 19.0 um. The detail route stage leaves a number of antenna-violating nets equal to 0.

In the floorplan report the effective utilization is 30.9%. The flow reports that combinational logic draws 38.4% of the design power. Among all flip-flop cells after synthesis, the most frequent one is dfxtp_1. Number of maximum-capacitance constraint violations landed at 0. Arrival time of data at the critical path endpoint landed at 4.17 ns.

Chip width landed at 110 um. The final layout reports a setup TNS of 0 ns. Per the breakdown, switching nets consume 30.6% of all power.

Hold-check failures listed in the final report amount to 0. The run finished with clean final reports. Synthesis handed over a netlist of 413 instances.

For this run the detailed placement stage logged an HPWL of 9740 um. Per the OpenROAD floorplan log, the height of the die is 110 um. The synthesis report gives the async set-or-reset register share as 0%. The report shows a maximum critical-path fanout of 2. Area of the die landed at 0.0122 mm^2. Total clock buffers created by CTS landed at 5. The pin closest to its max-slew limit shows a slew of 0.701 ns. Before antenna repair, the detailed router went through 6 iterations. Data required time at the worst endpoint landed at 4.32 ns. Placeable core area landed at 0.0114 mm^2. In the final layout, the fill cell count is 1109.

Global-route wire length before repair landed at 20400 um. In the CTS report, the clock slew at the register clock pins of the worst setup and hold paths is listed as 0.07 ns. The number of global-route vias before repair was 3585.

Depth of the CTS H-tree landed at 2. The worst-case max-slew headroom was logged as 52.1%. Average instance area after synthesis landed at 8.54 um^2. Once placement completed, the tool counted placed cells totaling 672. Part of the power in registers landed at 32.0%. Yosys stat cell total landed at 413.

Overall power consumption landed at 1.61 mW. The report puts the cell count of the worst reg-to-reg path at 8. Total antenna diodes in the routed design landed at 0.
## path summary, 6_finish.rpt
kind	start	end	slack, ns
worst max-delay path	B[2]	Flag[1]	0.15
worst max register to register	Register[5]	Flag[3]	1.95
worst min register to register	Register[2]	Flag[1]	1.06
worst min-delay path	A[0]	Data_out[0]	0.91
## synthesized netlist by cell type (all sizes together) (11+ instances only)
cell	n	area, um^2
nand2b	11	68.8
a21oi	31	155
ha	25	313
buf	16	86.3
nor2	29	109
nand2	26	97.6
clkbuf	14	52.6
dfxtp	34	681
nor3	13	65.1
inv	28	105
o21ai	27	135
xnor2	11	104
mux2i	16	160
## flip-flops by register name (all words and copies together), names as in the netlist
register / count
Register: 8
Mem_mux_sel_ex: 1
Mem_rw_ex: 1
ans_ex: 8
Rw_ex: 5
Mem_en_ex: 1
Flag: 4
B_bypass: 8
Data_out: 8
## cells by family (layout without fill, tap and decap cells)
family                   count (synthesis)  in the layout  synth area share [%]
AND-OR/OR-AND                          133            133                  25.6
AND/OR/NAND/NOR                        109            109                  15.1
buffers and inverters                   58            184                  6.92
flip-flops                              44             44                  27.8
adder cells (fa/ha/maj)                 29             29                  11.1
multiplexers                            27             27                  9.65
XOR/XNOR                                13             13                  3.83
## through the flow
step	instance area, um^2	setup slack [ns]
final	5130	0.153
after detailed placement	4850	-0.447
after global placement	4850	-0.258
after CTS	5050	0.00182
after global routing	5130	0.0265
after floorplan	3530	0.00743
## critical path, cell delays in order
cell and delay (ns):
clkdlybuf4s50_1 0.50, inv_2 0.06, buf_4 0.14, ha_1 0.19, a21o_1 0.19, a21oi_2 0.16
o21bai_2 0.09, a21oi_2 0.17, o21bai_2 0.09, fa_1 0.44, nand2b_1 0.16, a221oi_2 0.25
o311a_1 0.26, a221oi_4 0.06, buf_4 0.16, nor4b_4 0.25, nand2_1 0.10, nor3_2 0.11
## layer usage
| layer | wire [um] | vias to the layer above | GRT usage [%] |
|---|---|---|---|
| li1 | - | 1772 | - |
| met1 | 5920 | 1749 | 33.4 |
| met2 | 5820 | 167 | 33.4 |
| met3 | 910 | 22 | 3.53 |
| met4 | 293 | 0 | 4.53 |
| met5 | 0 | - | 0 |
## timing repair
item / 4_1_cts / 5_1_grt
endpoints found under the hold margin: 0 / 0
resized: 3 / 20
pin swaps: 9 / 10
buffers inserted: 1 / 1
endpoints found under the setup margin: 2 / 4
hold buffers: 0 / 0
## power groups by stage
stage | Clock, mW | Sequential, mW | Combinational (mW)
final | 0.475 | 0.515 | 0.618
after global routing | 0.506 | 0.521 | 0.670
after CTS | 0.490 | 0.516 | 0.591
## layout make-up
cell class	instances	share of cell area [%]
well taps	143	3.48
flip-flops and latches	44	19.1
repair buffers	148	25.4
clock buffers	5	2.44
multi-input cells	311	46.7
clock inverters	3	0.828
inverters	28	2.05
Power and IR drop assume default switching activity.

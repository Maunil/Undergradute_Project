### design/flow/run.sh
#!/bin/bash
# OpenROAD 26Q1-2900-gdf79404cd8, Yosys 0.63+post, stock flow scripts
make -C /OpenROAD-flow-scripts/flow DESIGN_CONFIG=/design/flow/config.mk WORK_HOME=/design/flow/orfs finish
### design/flow/config.mk
export PLATFORM = sky130hd
export DESIGN_NAME = Dependancy_Check_Block
export DESIGN_NICKNAME = Dependancy_Check_Block
export VERILOG_FILES = /design/flow/design.v
export SDC_FILE = /design/flow/constraint.sdc
export NUM_CORES = 4
export LEC_CHECK = 1
export CORE_UTILIZATION = 30
### design/flow/constraint.sdc
current_design Dependancy_Check_Block

set clk_period 1.6
set clk_io_pct 0.2

create_clock -name clk0 -period $clk_period [get_ports {Clkk}]

set non_clock_inputs [all_inputs -no_clocks]
set_input_delay [expr $clk_period * $clk_io_pct] -clock clk0 $non_clock_inputs
set_output_delay [expr $clk_period * $clk_io_pct] -clock clk0 [all_outputs]
### design/flow/design.v
`timescale 1ns / 1ps
module Dependancy_Check_Block(Ins,Clkk,mux_sel_a,mux_sel_b,imm_sel,imm,mem_en_dec,mem_rw_dec,mem_mux_sel_dec,RW_dec,Op_ex);
input [19:0]Ins; 
input Clkk; 
output reg [1:0]mux_sel_a; 
output reg [1:0]mux_sel_b; 
output reg imm_sel; 
output reg [7:0]imm; 
output reg mem_en_dec; 
output reg mem_mux_sel_dec; 
output reg mem_rw_dec; 
output reg [4:0]Op_ex; 
output reg [4:0]RW_dec; 
reg [4:0]RegA,RegB,Register1,Register2,Register3,Register4;
reg [14:0]Rw;
reg UCJump,CJump,Load,Load1,Store,AND1,AND2,AND3,NOR;
reg Q1,Q2,Q;
wire clkbuf1,clkbuf2,clkbuf3,clkbuf4;
assign clkbuf1 = (~(~Clkk));
assign clkbuf2 = (~(~clkbuf1));
assign clkbuf3 = (~(~clkbuf2));
assign clkbuf4 = (~(~clkbuf3));
initial
begin
	Register1 = 0; 
	Register2 = 0;
	Register3 = 0;
	Register4 = 0;
	Q = 0;
	Q1 = 0;
	Q2 = 0;
	NOR=1;
	UCJump=0;
	CJump=0;
	Load=0;
	Load1=0;
	Store=0;
	AND1=0;
	AND2=0;
	AND3=0;
end
always@(NOR,Ins,RegA,RegB,Register4,Register3,Register2,Q,Q1,Q2)
begin
	UCJump = Ins[19] & Ins[18] & ~Ins[17] & ~Ins[16] & ~Ins[15]; 
	CJump = Ins[19] & Ins[18] & Ins[17] ; 
	Load = Ins[19] & ~Ins[18] & Ins[17] & ~Ins[16] & ~Ins[15] & ~Q; 
	Load1 = Ins[19] & ~Ins[18] & Ins[17] & ~Ins[16] & ~Ins[15] ; 
	Store = Ins[19] & ~Ins[18] & Ins[17] & ~Ins[16] & Ins[15] ; 
	AND1 = Ins[15] & ~Q1; 
	AND2 = Load1 & ~Q2; 
	AND3 = ~Ins[19] & Ins[18]; 
	NOR = ~(UCJump | CJump | Q);	 
	if(NOR==1)
	begin
		Rw = Ins[14:0];
	end
	else
	begin
		Rw = 15'b000000000000000;
	end
	if(Register2==RegA) 
	begin
		mux_sel_a = 2'b01;
	end
	else if(Register3==RegA) 
	begin
		mux_sel_a = 2'b10;
	end
	else if(Register4==RegA) 
	begin
		mux_sel_a = 2'b11;
	end
	else
	begin
		mux_sel_a = 2'b00;
	end
	if(Register2==RegB) 
	begin
		mux_sel_b = 2'b01;
	end
	else if(Register3==RegB) 
	begin
		mux_sel_b = 2'b10;
	end
	else if(Register4==RegB) 
	begin
		mux_sel_b = 2'b11;
	end
	else
	begin
		mux_sel_b = 2'b00;
	end
	mem_rw_dec = Q1 | Store; 
	mem_mux_sel_dec = ~Q1 & Q2; 
	mem_en_dec = Q2 | Store;	 
end
always@(posedge clkbuf4)
begin
	Q <= Load;
	Q1 <= AND1;
	Q2 <= AND2;		
	RegB[4:0] <= Rw[4:0]; 
	RegA[4:0] <= Rw[9:5];
	RW_dec[4:0] <= Rw[14:10];
	Op_ex[4:0] <= Ins[19:15];
	Register1<=Rw[14:10];
	Register2<=Register1;
	Register3<=Register2;
	Register4<=Register3; 
	imm_sel <= AND3; 
	imm[4:0]<=Ins[4:0]; 
	imm[7:5]<=3'b000;	
end
endmodule
==> metrics.csv <==
stage,metric,value,unit
place,DP Worst Slack,-623.5,ps
final_layout,total area of multi-input combinational cells,738.2,sq um
synth,number of warnings printed during yosys synthesis,1,
synth,adder and majority cell fraction of the synthesized area,0,%
floorplanning,FP Rows,25,
min_path,Hold Crit Start,Ins[17],
setup_path,critical-path cell list,xnor2_2 > nand3_2 > buf_6 > o32a_4 > buf_2,
floorplanning,Horiz. Die Dim,74.12,um
final_layout,area taken by flip-flops and latches,1011,sq um
setup_path,maximum net fanout on the critical path,3,
timing,clock skew,6.054,ps
timing,number of pins with negative max-slew slack in the final report,0,
timing,final period utilization,113.7,%
synth,count of distinct cell types in the synthesized netlist,22,
final_layout,post-route design area,2459,sq um
setup_path,capturing element type of the critical path,primary output,
synth,Seq cells post-synth,49,
timing,Slew Limit Headroom,59.02,%
timing,Hold Fails Final Rpt,0,
setup_path,r2r setup slk,480,ps
setup_path,start-to-end type of the worst setup path,reg -> out,
final_layout,Layout area overhead,57.58,%
global_route,overall routing resource usage,11.72,%
place,post-placement cell area,2108,sq um
setup_path,worst reg-to-reg path cell count,2,
synth,Main logic family,XOR/XNOR gates,
floorplanning,pre-placement core utilization,32.18,%
place,placer congestion estimate,0.7947,
job,total tool warning count,27,
clocking,total clock buffers created by CTS,5,
setup_path,buffers and inverters on the worst path,2,
timing,Worst Max-Slew Pin Slew,612.8,ps
synth,synthesized area per cell,12.29,sq um
timing,Setup TNS,-798.9,ps
clocking,root buffer cell,clkbuf_8,
timing,setup repair after global routing missed its margin,true,
synth,chip area line of the yosys report,1560,sq um
setup_path,worst path required time,1280,ps
setup_path,launching instance or port of the critical path,RegB[0],
floorplanning,top-level port count,47,
detailed_routing,count of nets left with antenna violations after detail routing,0,
global_route,via count of the first global-routing pass,1044,
detailed_routing,first-pass detailed-route iteration total,4,
timing,crit path time final,1819,ps
place,number of I/O port buffers,43,
pwr,power density over the cells,1074,nW/um^2
final_layout,most frequently placed logic cells in the final layout,"35 x dfxtp_1, 32 x clkdlybuf4s50_1, 15 x and2_1, 12 x buf_4, 11 x xor2_1",
final_layout,filler cell count,400,
setup_path,highest-delay cell along the critical path,dfxtp_4,
detailed_routing,via density per instance,4.097,
place,Post-DP HPWL,1972,um
synth,Basic Gates by Area,14.03,%
clocking,number of hold-repair buffers added at the cts stage,0,
setup_path,reg-to-reg critical path endpoint,Register1[2],
setup_path,Worst R2R Start,Q,
clocking,Late-Pin Clk Latency,290,ps
global_route,remaining global-route overflow,0,
floorplanning,die area,5493,sq um
job,max-capacitance violation count,0,
floorplanning,die height,74.12,um
min_path,hold path depth,1,
setup_path,startpoint kind of the worst setup timing path,flip-flop,
min_path,worst hold path class,in -> reg,
setup_path,family with the most delay on the worst path,flip-flops,
floorplanning,core area,4848,sq um
synth,area fraction in compound gates,3.849,%
timing,total of endpoints with negative setup slack in the final report,4,
synth,area share of xor/xnor cells in the synthesized design,16.84,%
detailed_routing,routed wirelength normalized by instance count,11.17,um
place,dpl cells,243,
timing,setup ws final,-219.2,ps
timing,highest achievable clock rate,0.5497,GHz
global_route,maximum number of pins on one net before global-route repair,16,
final_layout,share of cells above drive strength 1,38.22,%
pwr,worst voltage drop across the vdd grid,0.5167,mV
global_route,initial antenna violation count,0,
outcome,outcome,finished with violations,
synth,post-synthesis instance area,1560,sq um
synth,Post-synth seq share,62.87,%
min_path,hold worst-path end,Op_ex[2],
detailed_routing,via count,1057,
final_layout,non-filler instance count after layout,258,
clocking,H-tree level count,2,
global_route,global-route wire length before repair,4843,um
detailed_routing,DRC Markers,0,
outcome,failing checks,setup timing,
synth,ys cells,127,
final_layout,final standard cell utilization of the core,50.71,%
clocking,"Reg clk slew, reported paths",80,ps
synth,area fraction in mux cells,0,%
setup_path,arrival time reported for the critical path endpoint,1500,ps
final_layout,"leading cell type in the layout, fill and taps excluded",dfxtp_1,
pwr,Static Leak,0.001014,uW
synth,gate count after technology mapping,127,
detailed_routing,final wirelength,2883,um
clocking,TritonCTS clock tree,yes,
detailed_routing,Iter 0 DRT Violations,51,
detailed_routing,# diodes,0,
clocking,CTS Sinks,49,
clocking,largest buffer count on any clock path,2,
setup_path,max incr delay on CP,370,ps
## worst reg2reg max path, cell delays in order (launching register included)
cell     delay [ps]
dfxtp_1         330
a31oi_2         510
and2_1          230
## report_power, final
part,switching (uW),internal (uW),leakage [uW],total [uW]
Sequential,71.9,1300,0.000416,1380
Combinational,136,250,0.000540,386
Clock,368,509,0.0000585,877
## cell usage after synthesis
cell | count | area (sq um)
o32ai_1 | 2 | 17.52
nor2b_1 | 2 | 12.51
xnor2_1 | 16 | 140.1
nand2_1 | 1 | 3.750
and3_1 | 1 | 6.260
nand3_1 | 6 | 30.03
nor2_1 | 2 | 7.510
xor2_1 | 14 | 122.6
or4_1 | 1 | 7.510
conb_1 | 1 | 3.750
dfxtp_1 | 49 | 980.9
and2b_1 | 1 | 7.510
and2_1 | 15 | 93.84
o32a_2 | 2 | 22.52
buf_4 | 3 | 22.52
and3_2 | 1 | 7.510
nor3_1 | 4 | 20.02
or4b_1 | 1 | 10.01
buf_6 | 1 | 11.26
nand2b_1 | 2 | 12.51
o21bai_1 | 1 | 7.510
a31oi_2 | 1 | 12.51
## metrics by stage
stage / hold WS [ps] / total power, uW
after floorplan: 309.6 / 1515
after global placement: 313.9 / 1681
after detailed placement: 314.7 / 1684
after CTS: 138.0 / 2635
after global routing: 134.5 / 2765
final: 144.4 / 2640
## layout make-up
cell class | count | share of cell area [%]
sequential | 49 | 41.12
multi-input combinational | 76 | 30.03
timing repair buffer | 58 | 20.71
clock buffer | 7 | 3.511
tap | 67 | 3.410
clock inverter | 1 | 1.221
## what timing repair did
item / in CTS / in global routing
resized: 72 / 14
pin swaps: 17 / 7
buffers inserted: 7 / 0
gates cloned: 0 / 0
endpoints found under the setup margin: 6 / 6
## how the worst max path moves through the flow
stage     slack, ps  depth (start not counted)      endpoint
5_1_grt        -310                          6  mux_sel_b[1]
4_1_cts        -250                          6  mux_sel_b[1]
6_report       -220                          5  mux_sel_b[1]
## logic make-up after synthesis
| logic type | after synthesis |
|---|---|
| XOR/XNOR | 30 |
| flip-flops | 49 |
| AND/OR/NAND/NOR | 37 |
| other | 1 |
| buffers and inverters | 4 |
| AND-OR/OR-AND | 6 |
## sequential cells by signal, summed over array words and instances, names as in the netlist
register   flops
imm            5
Q1             1
Register4      5
Register1      5
Register2      5
imm_sel        1
RegA           5
RegB           5
Q              1
Op_ex          5
Q2             1
Register3      5
RW_dec         5
## routing by layer
metal / GRT usage [%] / up-vias / part of all wire (%)
li1: - / 530 / -
met1: 18.29 / 483 / 49
met2: 16.06 / 37 / 40
met3: 4.533 / 7 / 8.9
met4: 2.137 / 0 / 1.9
met5: 0 / - / 0
Power and IR drop assume default switching activity.
